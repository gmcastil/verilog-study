$ cat design.v
module banner
  #(
    parameter POWER = 26
    )(
      input wire       clk,
      input wire       reset,
      input wire       enable,
      input wire       dir,
      output reg [3:0] bcd_0_reg,
      output reg [3:0] bcd_1_reg,
      output reg [3:0] bcd_2_reg,
      output reg [3:0] bcd_3_reg
      );
   localparam ZERO  = 4'b0000;
   localparam ONE   = 4'b0001;
   localparam TWO   = 4'b0010;
   localparam THREE = 4'b0011;
   localparam FOUR  = 4'b0100;
   localparam FIVE  = 4'b0101;
   localparam SIX   = 4'b0110;
   localparam SEVEN = 4'b0111;
   localparam EIGHT = 4'b1000;
   localparam NINE  = 4'b1001;
   localparam DVSR = 2**POWER - 1;
   reg [3:0]           bcd_0_next;
   reg [3:0]           bcd_1_next;
   reg [3:0]           bcd_2_next;
   reg [3:0]           bcd_3_next;
   wire [POWER-1:0]         timer_next;
   reg  [POWER-1:0]         timer_reg;
   wire                 timer_tick;
   assign timer_next = (timer_reg == DVSR && enable) ? {POWER{1'b0}} :
                       (enable) ? timer_reg + 1'b1 :
                       timer_reg;
   assign timer_tick = (timer_reg == DVSR) ? 1'b1 : 1'b0;
   always @(*) begin
      bcd_0_next = bcd_0_reg;
      bcd_1_next = bcd_1_reg;
      bcd_2_next = bcd_2_reg;
      bcd_3_next = bcd_3_reg;
      if (enable && timer_tick) begin
         if (dir) begin   
            bcd_3_next = bcd_2_reg;
            bcd_2_next = bcd_1_reg;
            bcd_1_next = bcd_0_reg;
            case (bcd_0_reg)
              ZERO: begin
                 bcd_0_next = ONE;
              end
              ONE: begin
                 bcd_0_next = TWO;
              end
              TWO: begin
                 bcd_0_next = THREE;
              end
              THREE: begin
                 bcd_0_next = FOUR;
              end
              FOUR: begin
                 bcd_0_next = FIVE;
              end
              FIVE: begin
                 bcd_0_next = SIX;
              end
              SIX: begin
                 bcd_0_next = SEVEN;
              end
              SEVEN: begin
                 bcd_0_next = EIGHT;
              end
              EIGHT: begin
                 bcd_0_next = NINE;
              end
              NINE: begin
                 bcd_0_next = ZERO;
              end
              default: begin
              end
            endcase  
         end else begin   
            bcd_0_next = bcd_1_reg;
            bcd_1_next = bcd_2_reg;
            bcd_2_next = bcd_3_reg;
            case (bcd_3_reg)
              ZERO: begin
                 bcd_3_next = NINE;
              end
              ONE: begin
                 bcd_3_next = ZERO;
              end
              TWO: begin
                 bcd_3_next = ONE;
              end
              THREE: begin
                 bcd_3_next = TWO;
              end
              FOUR: begin
                 bcd_3_next = THREE;
              end
              FIVE: begin
                 bcd_3_next = FOUR;
              end
              SIX: begin
                 bcd_3_next = FIVE;
              end
              SEVEN: begin
                 bcd_3_next = SIX;
              end
              EIGHT: begin
                 bcd_3_next = SEVEN;
              end
              NINE: begin
                 bcd_3_next = EIGHT;
              end
              default: begin end
            endcase  
         end  
      end  
   end  
   always @(posedge clk) begin
      if (reset) begin
         bcd_0_reg <= THREE;
         bcd_1_reg <= TWO;
         bcd_2_reg <= ONE;
         bcd_3_reg <= ZERO;
         timer_reg <= {POWER{1'b0}};
      end else begin
         bcd_0_reg <= bcd_0_next;
         bcd_1_reg <= bcd_1_next;
         bcd_2_reg <= bcd_2_next;
         bcd_3_reg <= bcd_3_next;
         timer_reg <= timer_next;
      end
   end
endmodule  
module banner_top
  #(
    )(
      input wire clk,
      input wire reset,
      input wire enable,
      input wire dir,
      output wire [3:0] an,
      output wire [7:0] digit
      );
   wire [3:0]           bcd_0;
   wire [3:0]           bcd_1;
   wire [3:0]           bcd_2;
   wire [3:0]           bcd_3;
   wire [7:0]           in0;
   wire [7:0]           in1;
   wire [7:0]           in2;
   wire [7:0]           in3;
   banner u_banner
     (
            .clk         (clk),
            .reset       (reset),
            .enable      (enable),
            .dir         (dir),
            .bcd_0_reg   (bcd_0),
            .bcd_1_reg   (bcd_1),
            .bcd_2_reg   (bcd_2),
            .bcd_3_reg   (bcd_3)
      );
   bcd_decoder dig_0
     (
      .bcd_digit    (bcd_0),
      .dp           (1'b1),
      .sseg_digit   (in0)
                     );
   bcd_decoder dig_1
     (
      .bcd_digit    (bcd_1),
      .dp           (1'b1),
      .sseg_digit   (in1)
      );
   bcd_decoder dig_2
     (
      .bcd_digit    (bcd_2),
      .dp           (1'b1),
      .sseg_digit   (in2)
      );
   bcd_decoder dig_3
     (
      .bcd_digit    (bcd_3),
      .dp           (1'b1),
      .sseg_digit   (in3)
      );
   disp_mux disp_unit(
            .clk       (clk),
            .reset     (reset),
            .in3       (in3),
            .in2       (in2),
            .in1       (in1),
            .in0       (in0),
           .an        (an),
           .sseg      (digit)
                      );
endmodule  
module bcd_decoder (
                    input wire [3:0] bcd_digit,
                    input wire dp,
                    output reg [7:0] sseg_digit
                    );
   always @(*) begin
      case (bcd_digit)
        4'b0000 :
          begin
             sseg_digit[6:0] = 7'b0000001;
          end
        4'b0001 :
          begin
             sseg_digit[6:0] = 7'b1001111;
          end
        4'b0010 :
          begin
             sseg_digit[6:0] = 7'b0010010;
          end
        4'b0011 :
          begin
             sseg_digit[6:0] = 7'b0000110;
          end
        4'b0100 :
          begin
             sseg_digit[6:0] = 7'b1001100;
          end
        4'b0101 :
          begin
             sseg_digit[6:0] = 7'b0100100;
          end
        4'b0110 :
          begin
             sseg_digit[6:0] = 7'b0100000;
          end
        4'b0111 :
          begin
             sseg_digit[6:0] = 7'b0001111;
          end
        4'b1000 :
          begin
             sseg_digit[6:0] = 7'b0000000;
          end
        default :
          begin
             sseg_digit[6:0] = 7'b0000100;
          end
      endcase  
      sseg_digit[7] = dp;
   end  
endmodule  
module disp_mux
  (
   input wire clk,
   input wire reset,
   input [7:0] in3, in2, in1, in0,
   output reg [3:0] an,      
   output reg [7:0] sseg     
   );
   localparam N = 18;
   reg [N-1:0] 	    q_reg;
   wire [N-1:0]     q_next;
   always @(posedge clk)
     if (reset)
       q_reg <= 0;
     else
       q_reg <= q_next;
   assign q_next = q_reg + 1;
   always @*
     case (q_reg[N-1:N-2])
       2'b00:
	 begin
	    an = 4'b1110;
	    sseg = in0;
	 end
       2'b01:
	 begin
	    an = 4'b1101;
	    sseg = in1;
	 end
       2'b10:
	 begin
	    an = 4'b1011;
	    sseg = in2;
	 end
       default:
	 begin
	    an = 4'b0111;
	    sseg = in3;
	 end
     endcase  
endmodule  
$ cat run.sh
#!/bin/bash
# OpenROAD 26Q1-2900-gdf79404cd8, Yosys 0.63+post, stock flow scripts
make -C /OpenROAD-flow-scripts/flow DESIGN_CONFIG=/design/flow/config.mk WORK_HOME=/design/flow/orfs finish
$ cat config.mk
export PLATFORM = sky130hd
export DESIGN_NAME = banner_top
export DESIGN_NICKNAME = banner_top
export VERILOG_FILES = /design/flow/design.v
export SDC_FILE = /design/flow/constraint.sdc
export NUM_CORES = 4
export LEC_CHECK = 1
export CORE_UTILIZATION = 30
$ cat constraint.sdc
current_design banner_top

set clk_period 5.0
set clk_io_pct 0.2

create_clock -name clk0 -period $clk_period [get_ports {clk}]

set non_clock_inputs [all_inputs -no_clocks]
set_input_delay [expr $clk_period * $clk_io_pct] -clock clk0 $non_clock_inputs
set_output_delay [expr $clk_period * $clk_io_pct] -clock clk0 [all_outputs]
==> run notes <==
fresh numbers from the pnr run: status completed, Max-cap violations 0, hold path start disp_unit.q_reg[0]$_SDFF_PP0_, final WL 9.070 mm, net load switching power 0.3189 mW, CP max stage delay 660 ps, GPL Wtd Cong 0.8261, share of cells above drive strength 1 10.54%, Rel. slew slack 44.78%, combinational share of power 2.3%, DRC Markers 0, reg-to-reg critical path endpoint disp_unit.in3[3]$_SDFF_PP0_, Tmin final 3823 ps, Global Route Usage Sum 12.70%, IO Port Bufs 14, cts repair resizes 0, worst-path cell chain clkdlybuf4s50_1 -> nand4_2 -> or4_4 -> nor2_4 -> o2111ai_1 -> a21oi_1 -> inv_1 -> ha_1 -> or2_2 -> a21oi_1, Ys Warns 3, Synth Seq Share 39.60%, switch share 23.10%, average cell area after synthesis 9.025 um2, CP arrival 4100 ps, yosys adder share 5.906%, Setup crit start kind primary input, CP required 5270 ps, Critical path origin enable, ys flop type dfxtp_1, XORs/XNORs by Area 6.890%, Post-Syn Instances 493, Starting DRT DRC Count 211, critical path class in -> reg, setup TNS 0 ps, Boundary Pins 16, Antenna Violating Nets Remaining 0, mapped cell area 4449 um2, worst hold endpoint disp_unit.q_reg[0]$_SDFF_PP0_, cell taking the most area after synthesis dfxtp_1, clk sink count 88, EDFF count, synth 0, clock root cell clkbuf_16, Num CTS Buffers 9, reg2reg setup slack 1810 ps, hold path cells 1, FP Rows 44, pin count of the biggest net entering global routing 43, H-tree levels 3, Vias 3,395, DR vias/cell 4.942, antenna violations before repair 0, mux share 8.352%, Clock Tree Buf Depth 2, die area 15,320 um2, routed len/inst 13.20 um, Late-Pin Clk Latency 340 ps, RSZ-0062 raised after global routing no, Detail Placement HPWL 6.340 mm, first-pass GRT wire length 15.20 mm, Final Skew 10.69 ps, # Post-CTS Setup Buffers 0, vias in the first global route 3,056, Worst Hold Slack 473.1 ps, Reg clk slew, reported paths 70 ps, Worst Hold Class reg -> reg, Log Warnings 40, Simple-Gate Area Share 23.37%, largest delay contributor family on the critical path simple AND/OR/NAND/NOR gates, Chip Height 123.8 um, max-slew violations 0, max reg flops 26, Lkg Pwr 1.795 nW, buffers and inverters on the worst path 2, GRT overflow 0, slowest CP cell or4_4, DR pass1 iterations 4, part of the power in the clock network 46.4%, Worst Tran Pin Value 825.7 ps, Die Wd 123.8 um, CP endpoint kind register, core area 14,480 um2, most used cell, CP a21oi_1, PwrDens 275.2 nW/um2, post-synth top area share 39.60%, Crit Path Max Fanout 13, maximum VDD drop 137.0 uV, diode count 0, Pint 1.062 mW, Post-synth ARST share 0%, distinct cell type count after synthesis 64, final-report hold violation count 0, YS chip area 4449 um2, cycle use final 76.46%, Initial Utilization 30.73%, depth of the most critical reg-to-reg path 9, Synth Register Bits 88, Finish-stage setup viols 0, CTS tree yes, Complex Gates by Area 11.45%, Top non-seq family simple AND/OR/NAND/NOR gates, area grow syn2layout 12.77%, synth top area cells dfxtp_1 40%, ha_1 5.9%, nor2_1 5.9%, Seq pwr share 51.3%, fmax 0.2616 GHz, yosys cell count 493, Critical R2R Launch u_banner.timer_reg[13]$_SDFFE_PP0P_, Post-CTS Hold Buffers 0
-- synthesized netlist by cell type, drive strengths merged, types with 2 or more instances --
cell / n
nor4b: 2
o21ai: 18
nand3: 11
a2bb2oi: 2
xnor2: 16
ha: 21
mux2: 3
and2: 4
or2: 5
o31ai: 2
xor2: 19
a211o: 4
clkbuf: 15
nor4: 9
nor3b: 3
nor3: 12
and4: 3
mux4: 7
buf: 7
a211oi: 7
a21oi: 23
dfxtp: 88
and3: 4
nand2b: 6
nor2: 71
mux2i: 18
nand4: 17
nor2b: 8
nand2: 32
or4: 3
or3: 10
a311oi: 2
o2bb2ai: 2
inv: 24
-- cell families (layout without fill, tap and decap cells) --
kind of cell / after synthesis / in the layout
simple gates: 200 / 200
flops: 88 / 88
compound gates: 74 / 74
buf+inv: 46 / 56
xor+xnor: 35 / 35
mux: 28 / 28
fa+ha+maj: 21 / 21
other cells: 1 / 1
-- final cells by class --
cell class | instances | area (um2)
fill | 1423 | 9462
clock inverter | 7 | 61.31
multi-input combinational | 359 | 2494
timing repair buffer | 16 | 155.1
clock buffer | 9 | 225.2
sequential | 88 | 1762
tap | 184 | 230.2
inverter | 24 | 90.09
-- through the flow --
stage | utilization, % | std cells | setup WS (ps) | power (mW) | area, um2
2_1_floorplan | - | 493 | 1403 | 0.7477 | 4449
4_1_cts | 34.65 | 687 | 1202 | 1.398 | 5017
3_3_place_gp | 32.67 | 671 | 897.2 | 0.7551 | 4731
6_report | 34.65 | 687 | 1177 | 1.381 | 5017
3_5_place_dp | 32.67 | 671 | 846.6 | 0.7558 | 4731
5_1_grt | 34.65 | 687 | 996.0 | 1.433 | 5017
-- power by group through the flow --
| stage | Combinational (mW) | Clock [mW] | Sequential [mW] |
|---|---|---|---|
| final | 0.0314 | 0.641 | 0.708 |
| after global routing | 0.0349 | 0.689 | 0.709 |
| after CTS | 0.0315 | 0.658 | 0.708 |
-- worst max path at each step --
stage | end | slack [ps] | depth (start not counted)
finish | disp_unit.in3[3]$_SDFF_PP0_ | 1180 | 10
global route | disp_unit.in3[3]$_SDFF_PP0_ | 1000 | 10
CTS | disp_unit.in3[3]$_SDFF_PP0_ | 1200 | 10
-- routing by layer --
layer	global-route usage, %	vias up	part of all wire (%)	routed length, um
met2	18.26	66	43	3938
met3	2.150	5	4.3	390
met4	1.807	0	0.96	87
li1	-	1736	-	-
met5	0	-	0	0
met1	20.51	1588	51	4653
-- cells in the final DEF, fill, tap and decap left out, types with 3 or more instances in the layout --
master | netlist | final
and4_1 | 3 | 3
ha_1 | 21 | 21
inv_1 | 24 | 24
or3_1 | 9 | 9
xor2_1 | 19 | 19
a211o_2 | 4 | 4
nand4_1 | 15 | 15
nor2b_1 | 8 | 8
or2_2 | 5 | 5
a211oi_1 | 6 | 6
mux4_2 | 7 | 7
mux2_2 | 3 | 3
clkdlybuf4s50_1 | 0 | 14
nor4_1 | 8 | 8
nand3_1 | 11 | 11
mux2i_1 | 18 | 18
nor2_1 | 70 | 70
and3_1 | 4 | 4
a21oi_1 | 22 | 22
clkbuf_16 | 0 | 9
o21ai_0 | 17 | 17
nor3_1 | 12 | 12
nand2b_1 | 6 | 6
nand2_1 | 31 | 31
nor3b_1 | 3 | 3
dfxtp_1 | 88 | 88
xnor2_1 | 16 | 16
and2_1 | 3 | 3
-- worst reg2reg max path, delay by kind of cell (launching register included) --
family          cells  cell delay, ps
compound gates      3             680
fa+ha+maj           1             300
buf+inv             1             150
flops               1             410
simple gates        4            1590
No activity file was given, so power comes from the tool's default toggle rates.
