[flow/config.mk]
export PLATFORM = sky130hd
export DESIGN_NAME = stopwatch_top
export DESIGN_NICKNAME = stopwatch_top
export VERILOG_FILES = /design/flow/design.v
export SDC_FILE = /design/flow/constraint.sdc
export NUM_CORES = 4
export LEC_CHECK = 1
export CORE_UTILIZATION = 40
[flow/constraint.sdc]
current_design stopwatch_top

set clk_period 5.0
set clk_io_pct 0.2

create_clock -name clk0 -period $clk_period [get_ports {clk}]

set non_clock_inputs [all_inputs -no_clocks]
set_input_delay [expr $clk_period * $clk_io_pct] -clock clk0 $non_clock_inputs
set_output_delay [expr $clk_period * $clk_io_pct] -clock clk0 [all_outputs]
[flow/design.v]
module bcd_decoder (
                    input wire [3:0] bcd_digit,
                    input wire dp,
                    output reg [7:0] sseg_digit
                    );
   always @(*) begin
      case (bcd_digit)
        4'b0000 :
          begin
             sseg_digit[6:0] = 7'b0000001;
          end
        4'b0001 :
          begin
             sseg_digit[6:0] = 7'b1001111;
          end
        4'b0010 :
          begin
             sseg_digit[6:0] = 7'b0010010;
          end
        4'b0011 :
          begin
             sseg_digit[6:0] = 7'b0000110;
          end
        4'b0100 :
          begin
             sseg_digit[6:0] = 7'b1001100;
          end
        4'b0101 :
          begin
             sseg_digit[6:0] = 7'b0100100;
          end
        4'b0110 :
          begin
             sseg_digit[6:0] = 7'b0100000;
          end
        4'b0111 :
          begin
             sseg_digit[6:0] = 7'b0001111;
          end
        4'b1000 :
          begin
             sseg_digit[6:0] = 7'b0000000;
          end
        default :
          begin
             sseg_digit[6:0] = 7'b0000100;
          end
      endcase  
      sseg_digit[7] = dp;
   end  
endmodule  
module disp_mux
  (
   input wire clk,
   input wire reset,
   input [7:0] in3, in2, in1, in0,
   output reg [3:0] an,      
   output reg [7:0] sseg     
   );
   localparam N = 18;
   reg [N-1:0] 	    q_reg;
   wire [N-1:0]     q_next;
   always @(posedge clk)
     if (reset)
       q_reg <= 0;
     else
       q_reg <= q_next;
   assign q_next = q_reg + 1;
   always @*
     case (q_reg[N-1:N-2])
       2'b00:
	 begin
	    an = 4'b1110;
	    sseg = in0;
	 end
       2'b01:
	 begin
	    an = 4'b1101;
	    sseg = in1;
	 end
       2'b10:
	 begin
	    an = 4'b1011;
	    sseg = in2;
	 end
       default:
	 begin
	    an = 4'b0111;
	    sseg = in3;
	 end
     endcase  
endmodule  
module stopwatch
  #(
    parameter DVSR = 10000000,
    parameter N    = 24   
    )(
      input wire         clk,
      input wire         enable,
      input wire         up,
      input wire         reset,
      output wire [15:0] digits
      );
   localparam ZERO   = 4'b0000;
   localparam ONE    = 4'b0001;
   localparam TWO    = 4'b0010;
   localparam THREE  = 4'b0011;
   localparam FOUR   = 4'b0100;
   localparam FIVE   = 4'b0101;
   localparam SIX    = 4'b0110;
   localparam SEVEN  = 4'b0111;
   localparam EIGHT  = 4'b1000;
   localparam NINE   = 4'b1001;
   wire [N-1:0]       timer_next;
   wire               timer_tick;
   reg  [3:0]         bcd_0_next;
   reg  [3:0]         bcd_1_next;
   reg  [3:0]         bcd_2_next;
   reg  [3:0]         bcd_3_next;
   reg [N-1:0]        timer_reg;
   reg [3:0]          bcd_0_reg;
   reg [3:0]          bcd_1_reg;
   reg [3:0]          bcd_2_reg;
   reg [3:0]          bcd_3_reg;
   assign timer_next = (timer_reg == DVSR && enable) ? {N{1'b0}} :
                       (enable) ? timer_reg + 1'b1 :
                       timer_reg;
   assign timer_tick = (timer_reg == DVSR) ? 1'b1 : 1'b0;
   always @(*) begin
      bcd_0_next = bcd_0_reg;
      bcd_1_next = bcd_1_reg;
      bcd_2_next = bcd_2_reg;
      bcd_3_next = bcd_3_reg;
      if (enable && timer_tick) begin
         if (up) begin   
            if (bcd_0_reg == NINE) begin
               bcd_0_next = ZERO;
               if (bcd_1_reg == NINE) begin
                  bcd_1_next = ZERO;
                  if (bcd_2_reg == FIVE) begin
                     bcd_2_next = ZERO;
                     if (bcd_3_reg == NINE) begin
                        bcd_3_next = ZERO;
                     end else begin
                        bcd_3_next = bcd_3_reg + 1'b1;
                     end
                  end else begin
                     bcd_2_next = bcd_2_reg + 1'b1;
                  end
               end else begin
                  bcd_1_next = bcd_1_reg + 1'b1;
               end
            end else begin
               bcd_0_next = bcd_0_reg + 1'b1;
            end
         end else begin
            if (bcd_0_reg == ZERO) begin
               bcd_0_next = NINE;
               if (bcd_1_reg == ZERO) begin
                  bcd_1_next = NINE;
                  if (bcd_2_reg == ZERO) begin
                     bcd_2_next = FIVE;
                     if (bcd_3_reg == ZERO) begin
                        bcd_3_next = bcd_3_reg - 1'b1;
                     end else begin
                        bcd_3_next = bcd_3_reg - 1'b1;
                     end
                  end else begin
                     bcd_2_next = bcd_2_reg - 1'b1;
                  end
               end else begin
                  bcd_1_next = bcd_1_reg - 1'b1;
               end
            end else begin
               bcd_0_next = bcd_0_reg - 1'b1;
            end
         end  
      end  
   end  
   always @(posedge clk) begin
      if (reset) begin
         bcd_0_reg <= ZERO;
         bcd_1_reg <= ZERO;
         bcd_2_reg <= ZERO;
         bcd_3_reg <= ZERO;
         timer_reg <= {N{1'b0}};
      end else begin
         bcd_0_reg <= bcd_0_next;
         bcd_1_reg <= bcd_1_next;
         bcd_2_reg <= bcd_2_next;
         bcd_3_reg <= bcd_3_next;
         timer_reg <= timer_next;
      end  
   end  
   assign digits = {bcd_3_reg, bcd_2_reg, bcd_1_reg, bcd_0_reg};
endmodule  
module stopwatch_top
     (
      input wire clk,
      input wire enable,
      input wire up,
      input wire reset,
      output wire [3:0] an,
      output wire [7:0] digit
      );
   wire [3:0]           bcd_0;
   wire [3:0]           bcd_1;
   wire [3:0]           bcd_2;
   wire [3:0]           bcd_3;
   wire [7:0]           in0;
   wire [7:0]           in1;
   wire [7:0]           in2;
   wire [7:0]           in3;
   stopwatch u_stopwatch
     (
            .clk              (clk),
            .enable           (enable),
            .up               (up),
            .reset            (reset),
            .digits           ({bcd_3, bcd_2, bcd_1, bcd_0})
      );
   bcd_decoder dig_0
     (
            .bcd_digit        (bcd_0),
            .dp               (1'b1),
            .sseg_digit       (in0)
      );
   bcd_decoder dig_1
     (
            .bcd_digit        (bcd_1),
            .dp               (1'b0),
            .sseg_digit       (in1)
      );
   bcd_decoder dig_2
     (
            .bcd_digit        (bcd_2),
            .dp               (1'b1),
            .sseg_digit       (in2)
      );
   bcd_decoder dig_3
     (
            .bcd_digit        (bcd_3),
            .dp               (1'b0),
            .sseg_digit       (in3)
      );
   disp_mux disp_unit
     (
            .clk               (clk),
            .reset             (reset),
            .in3               (in3),
            .in2               (in2),
            .in1               (in1),
            .in0               (in0),
           .an                (an),
           .sseg              (digit)
     );
endmodule
[flow/run.sh]
#!/bin/bash
# OpenROAD 26Q1-2900-gdf79404cd8, Yosys 0.63+post, stock flow scripts
make -C /OpenROAD-flow-scripts/flow DESIGN_CONFIG=/design/flow/config.mk WORK_HOME=/design/flow/orfs finish
==> results.py <==
# Physical implementation metrics
metrics = {
    "power_and_ir_drop": {
        "leakagePower_nw": 1.90,
        "power_density_nw_per_um2": 269,
        "ir_worst_vdd_mv": 0.259,
        "finalPower_mw": 1.40,
    },
    "global_routing": {
        "grt_pass1_vias": 3142,
        "grt_first_pass_wirelength_um": 15100,
        "track_usage_pct": 16.1,
        "grt_antenna_before_repair": 0,
        "grt_max_degree": 38,
        "grt_remaining_overflow": 0,
    },
    "yosys": {
        "synthArstFlopShare_pct": 0,
        "syn_area_um2": 4690,
        "avgSynthCellArea_um2": 8.79,
        "edf_count": 0,
        "synth-main-ff-cell": "dfxtp_1",
        "synth_top_area_share_pct": 36.7,
        "area_leaders": "dfxtp_1, ha_1, nor2_1",
        "ys_cells": 533,
        "yosysMostFrequentCell": "dfxtp_1",
        "syn_inst": 533,
        "synth_flops": 86,
        "ys_seq_share_pct": 36.7,
        "common_cells": "dfxtp_1, nor2_1, nand2_1",
        "synth.distinct_cells": 70,
        "yosys_area_um2": 4690,
        "yosysWarningCount": 3,
        "synth_area_leader_cell": "dfxtp_1",
    },
    "setup_path": {
        "worstPathMaxFanout": 8,
        "cp-start-kind": "input pin",
        "cp_cell_sequence": "clkdlybuf4s50_1, nor4bb_1, nand4_1, nor4b_2, buf_4, nand2_1, or3_1, a21oi_1, inv_1, ha_1, or3_1, a21oi_1",
        "cpMaxStageDelayCell": "clkdlybuf4s50_1",
        "critPathRequiredTime_ns": 5.27,
        "worstSetupPathType": "in2reg",
        "endpoint_kind": "flop",
        "cp.arrival_ns": 4.39,
        "max_stage_delay_ns": 0.63,
    },
    "detailed_routing": {
        "postRouteWirelength_um": 9180,
        "drc": 0,
        "first_pass_iters": 6,
        "ant_nets": 0,
        "via_per_inst": 5.15,
        "wl_per_cell_um": 13.3,
        "vias": 3541,
        "drt_iter0_markers": 176,
        "diodes": 0,
    },
    "die": {
        "num_io_pins": 16,
        "die-area_um2": 12200,
        "coreArea_um2": 11400,
        "rows": 39,
        "die_width_um": 110,
        "die_h_um": 110,
        "fp-utilization_pct": 41.0,
    },
    "layout": {
        "area_delta_synth_final_pct": 11.2,
        "largest_register_ffs": 24,
        "drive_gt1_share_pct": 10.5,
    },
    "cts": {
        "clock-root-buffer": "clkbuf_16",
        "cts_buffer_depth": 2,
        "htree_levels": 3,
        "cts_hold_buf": 0,
        "worstSkewPairLatency_ns": 0.35,
        "postCtsSetupBuffers": 0,
        "clkTransAtPathRegs_ns": 0.06,
        "cts_resized": 0,
        "numCtsBuffers": 9,
        "cts_tree": "built",
        "numClockSinks": 86,
    },
    "sta": {
        "finalHoldViolCount": 0,
        "maxSlewViolCount": 0,
        "fin_crit_sh_pct": 82.4,
        "rsz0062_at_grt": "no",
        "max_slew_margin_pct": 54.7,
        "fmax_mhz": 243,
        "worst_pin_slew_ns": 0.680,
        "fin_ws_ns": 0.882,
        "skew_ns": 0.00547,
        "period_needed_ns": 4.12,
        "final-setup-viol-count": 0,
        "tns_ns": 0,
    },
    "place": {
        "pre_cts_ws_ns": 0.547,
        "port_buffers": 15,
        "dp_hpwl_um": 6560,
        "gp_congestion": 0.836,
    },
    "status": {
        "status": "finished, final reports clean",
    },
    "flow_run": {
        "warnings": 45,
        "maxCapViolCount": 0,
    },
    "min_path": {
        "worstHoldPathType": "reg2reg",
    },
}
## cell type report
type / count / area (µm²)
inverter: 28 / 105
clock inverter: 6 / 70.1
fill: 1055 / 6210
multi-input combinational: 396 / 2730
tap: 143 / 179
clock buffer: 9 / 225
sequential: 86 / 1720
timing repair buffer: 20 / 183
## layer usage
| layer | share of wire [%] | vias to the layer above | wire (µm) | global-route usage [%] |
|---|---|---|---|---|
| met5 | 0 | - | 0 | 0 |
| met4 | 2.0 | 0 | 183 | 2.54 |
| met3 | 3.2 | 13 | 298 | 2.88 |
| met2 | 42 | 34 | 3850 | 23.6 |
| met1 | 53 | 1601 | 4850 | 25.5 |
| li1 | - | 1893 | - | - |
## layout by cell type, fill, tap and decap left out, types with 6 or more instances in the layout
cell              n
and3_1            6
nor2_1           74
nand2_1          45
xnor2_1          14
a211oi_1          6
nor4_1            8
inv_1            25
nor3_1           12
nand3_1          16
nand4_1          13
clkbuf_16         9
clkdlybuf4s50_1  14
a21oi_1          20
or3_1            11
xor2_1           24
ha_1             27
mux2i_1           7
dfxtp_1          86
nor2b_1           6
o21ai_0          13
mux4_2            7
## kinds of logic (layout without fill, tap and decap cells)
logic type	Yosys count	in the layout	share of synthesized area, %
AND/OR/NAND/NOR	234	234	26.4
flip-flops	86	86	36.7
AND-OR/OR-AND	80	80	11.9
buffers and inverters	51	63	5.07
XOR/XNOR	38	38	7.10
adder cells (fa/ha/maj)	27	27	7.21
multiplexers	17	17	5.58
## worst max-delay path, delay by kind of cell
| family | cells | cell delay (ns) |
|---|---|---|
| simple gates | 6 | 1.64 |
| compound gates | 2 | 0.47 |
| fa+ha+maj | 1 | 0.33 |
| buf+inv | 3 | 0.96 |
## where the power goes
group          internal [mW]  switching [mW]
Combinational         0.0143          0.0239
Sequential             0.689         0.00454
Clock                  0.387           0.282
## worst paths after layout
kind	from	endpoint	slack, ns	cells after the start
hold / removal	disp_unit.q_reg[0]$_SDFF_PP0_	disp_unit.q_reg[0]$_SDFF_PP0_	0.48	1
setup / recovery	enable	disp_unit.in3[3]$_SDFF_PP0_	0.88	12
setup reg to reg	u_stopwatch.timer_reg[11]$_SDFFE_PP0P_	disp_unit.in3[3]$_SDFF_PP0_	1.35	11
hold reg to reg	disp_unit.q_reg[0]$_SDFF_PP0_	disp_unit.q_reg[0]$_SDFF_PP0_	0.48	1
## per-stage QoR
stage	std cells	area (µm²)	hold slack, ns	utilization (%)
3_5_place_dp	673	4910	0.476	43.0
5_1_grt	688	5210	0.500	45.6
3_3_place_gp	673	4910	0.456	43.0
2_1_floorplan	533	4690	0.437	-
6_report	688	5210	0.483	45.6
4_1_cts	688	5210	0.489	45.6
Power figures rest on the tool's default switching activity, not on a simulated workload.
