===== run.sh =====
#!/bin/bash
# OpenROAD 26Q1-2900-gdf79404cd8, Yosys 0.63+post, stock flow scripts
make -C /OpenROAD-flow-scripts/flow DESIGN_CONFIG=/design/flow/config.mk WORK_HOME=/design/flow/orfs finish

===== config.mk =====
export PLATFORM = sky130hd
export DESIGN_NAME = heartbeat_top
export DESIGN_NICKNAME = heartbeat_top
export VERILOG_FILES = /design/flow/design.v
export SDC_FILE = /design/flow/constraint.sdc
export NUM_CORES = 4
export LEC_CHECK = 1
export CORE_UTILIZATION = 40

===== constraint.sdc =====
current_design heartbeat_top

set clk_period 7.9
set clk_io_pct 0.2

create_clock -name clk0 -period $clk_period [get_ports {clk}]

set non_clock_inputs [all_inputs -no_clocks]
set_input_delay [expr $clk_period * $clk_io_pct] -clock clk0 $non_clock_inputs
set_output_delay [expr $clk_period * $clk_io_pct] -clock clk0 [all_outputs]

===== design.v =====
module disp_mux
  (
   input wire clk,
   input wire reset,
   input [7:0] in3, in2, in1, in0,
   output reg [3:0] an,      
   output reg [7:0] sseg     
   );
   localparam N = 18;
   reg [N-1:0] 	    q_reg;
   wire [N-1:0]     q_next;
   always @(posedge clk)
     if (reset)
       q_reg <= 0;
     else
       q_reg <= q_next;
   assign q_next = q_reg + 1;
   always @*
     case (q_reg[N-1:N-2])
       2'b00:
	 begin
	    an = 4'b1110;
	    sseg = in0;
	 end
       2'b01:
	 begin
	    an = 4'b1101;
	    sseg = in1;
	 end
       2'b10:
	 begin
	    an = 4'b1011;
	    sseg = in2;
	 end
       default:
	 begin
	    an = 4'b0111;
	    sseg = in3;
	 end
     endcase  
endmodule  
module heartbeat
   #(
     parameter PULSE_COUNT_MAX = 33554432 - 1,
     parameter DURATION_MAX    = 7500000
     )
   (
    input  clk,
    input  reset,
    output reg [7:0] dig_0,
    output reg [7:0] dig_1,
    output reg [7:0] dig_2,
    output reg [7:0] dig_3
    );
   reg [24:0] pulse_count_reg;
   reg [24:0] pulse_count_next;
   reg [24:0] duration_reg;  
   reg [24:0] duration_next;
   reg [2:0]  stage_reg;
   reg [2:0]  stage_next;
   localparam STAGE_MAX = 3'b100;   
   always @(*) begin
      pulse_count_next = pulse_count_reg;
      duration_next = duration_reg;
      stage_next = stage_reg;
      if (pulse_count_reg == PULSE_COUNT_MAX) begin
         if (stage_reg == STAGE_MAX && duration_reg == DURATION_MAX) begin
            pulse_count_next = 20'd0;
            stage_next = 2'b00;
         end else begin
            if (duration_reg == DURATION_MAX) begin
               stage_next = stage_reg + 1'b1;
               duration_next = 17'd0;
            end else begin
               duration_next = duration_reg + 1'b1;
            end
         end
      end else begin
         pulse_count_next = pulse_count_reg + 1'b1;
      end
   end
   always @(posedge clk) begin
      if (reset) begin
         pulse_count_reg      <= 20'd0;
         duration_reg         <= 17'd0;
         stage_reg            <= 2'b00;
      end else begin
         pulse_count_reg     <= pulse_count_next;
         duration_reg        <= duration_next;
         stage_reg           <= stage_next;
      end
   end  
   always @(*) begin
      case (stage_reg)
         3'b001:
            begin
               dig_0  = 8'b1111_1111;
               dig_1  = 8'b1100_1111;
               dig_2  = 8'b1111_1001;
               dig_3  = 8'b1111_1111;
            end
         3'b010:
            begin
               dig_0  = 8'b1111_1111;
               dig_1  = 8'b1111_1001;
               dig_2  = 8'b1100_1111;
               dig_3  = 8'b1111_1111;
            end
         3'b011:
            begin
               dig_0  = 8'b1100_1111;
               dig_1  = 8'b1111_1111;
               dig_2  = 8'b1111_1111;
               dig_3  = 8'b1111_1001;
            end
         3'b100:
            begin
               dig_0  = 8'b1111_1001;
               dig_1  = 8'b1111_1111;
               dig_2  = 8'b1111_1111;
               dig_3  = 8'b1100_1111;
            end
         default:
            begin
               dig_0  = 8'b1111_1111;
               dig_1  = 8'b1111_1111;
               dig_2  = 8'b1111_1111;
               dig_3  = 8'b1111_1111;
            end
      endcase
   end
endmodule
module heartbeat_top(
   input wire clk,
   input wire reset,
   output wire [3:0] an,
   output wire [7:0] digit
);
   wire [7:0]        dig_0;
   wire [7:0]        dig_1;
   wire [7:0]        dig_2;
   wire [7:0]        dig_3;
   heartbeat heartbeat_signal
     (.clk(clk), .reset(reset),
      .dig_0(dig_0), .dig_1(dig_1), .dig_2(dig_2), .dig_3(dig_3));
   disp_mux disp_unit
     (.clk(clk), .reset(reset),
      .in3(dig_3), .in2(dig_2), .in1(dig_1), .in0(dig_0),
      .an(an), .sseg(digit));
endmodule

==> Changelog: implementation <==
## Flow update

* Drt wl/cell at 14.2 µm
* Final setup TNS at 0 ns
* M3 GR Usage at 2.96%
* Gr busiest metal: met2
* Fa+ha+maj area frac at 3.01%
* CTS resizes at 0
* Worst path max stage delay at roughly 0.48 ns
* Cell family with most CP delay: buffers and inverters
* Seq/Total Area, Yosys at about 38%
* Storage cell area at 1420 µm²
* Leakage at 1.28 nW
* Antenna cells at 0
* Final worst path period need at 3.82 ns
* Worst path depth at 5
* H-tree depth at 3
* Met1 usage at about a quarter
* OpenROAD warning count at 29
* Late-Pin Clk Latency at between 0.3 and 0.4 ns
* Outcome: finished, final reports clean
* Clock Skews at between 0.005 and 0.006 ns
* Synth Cell Area at roughly 3700 µm²
* IO Pins at 14
* Main flop type: dfxtp_1
* Drt pass-1 iters at 4
* Worst setup EP type: output port
* Chip width at a little under 100 µm
* Worst-margin pin slew at slightly above 0.7 ns
* Pwr per Cell Area at ~160 nW/µm²
* Row count at 34
* Antenna-violating nets left at 0
* Final setup vio count at 0
* Worst EP required at 6.32 ns
* Vias in the first global route at between 2000 and 3000
* Ys flops at roughly 71
* Top cells, area: dfxtp_1 38%, a21oi_1 4.7%, nand3_1 3.7%
* Area fraction in compound gates at ~15%
* Max Root-Sink Buffers at 2
* HP Class: reg -> reg
* CP max stage cell: mux4_2
* Post-Layout Cell Count at 566
* Routability cong. at 0.829
* Via count at between 3000 and 4000
* CP startpoint kind: flop
* FFs w/ async S/R, synth at 0%
* First-pass GRT wire length at 13.9 mm
* Worst path cell trace: inv_1 -> ha_1 -> or3_1 -> mux4_2 -> clkdlybuf4s50_1
* Post-synth top area cell: dfxtp_1
* Synth cell types at 48
* Total die size at approximately 9800 µm²
* Die Y at 98.8 µm
* Crit path DAT at roughly 2.2 ns
* Slew Limit Fails at 0
* Post-synth top area share at 37.9%
* Post-CTS setup buffers at 0
* Setup Crit Path Kind: reg -> out
* Period utilization at approximately 48%
* XOR/XNOR Fraction of Synth Area at about 5.4%
* Ys cells at around 450
* Synth Area per Inst at between 8 and 9 µm²
* Comb. cell area at roughly 2200 µm²
* Worst path bufs/invs at 2
* Post-Route WL at 8.03 mm
* List of most frequent post-synthesis cells: 71 x dfxtp_1, 35 x a21oi_1, 35 x nor2_1, 33 x nand2_1, 28 x nand3_1
* Ys Warns at 2
* Synth mux share at between 1 and 1.5%
* Area grow syn2layout at 7.58%
* Critical Path Fanout Max at 4
* Maximum vdd drop at around 0.000095 V
* Filler cells at 841
* Antenna violations before repair at 0
* Fraction of layout cells with a size suffix above 1 at ~7.0%
* Post-synth EDFFs at 0
* RSZ-0062 raised after global routing: no
* Depth of the worst hold-timing path at 1
* Port buffer count at 9
* Post-synthesis simple-gate area fraction at about a third
* DRC violations left at 0
* Maxcap violations at 0
* Placed cell count at 550
* Post-synthesis chip area from yosys at 3750 µm²
* Num CTS Buffers at 9
* Gr ovfl total at 0
* Syn Inst Count at roughly 450
* Gr usage total at 17.7%
* Hpwl dp at around 5.4 mm
* Reg2reg path depth at 7
* Max_slew headroom at a little over half
* Largest net degree at the start of global routing at between 50 and 60
* Clock-pin slew on the worst setup and hold paths at ~0.070 ns
* Grt met2 use at between 20% and 30%
* Via density at 5.69
* Initial DRC count at roughly 160
* Count leader, synth: dfxtp_1
* CTS tree: yes
* Fmax at approximately 260 MHz
* Initial Util at between 40% and 50%
* TritonCTS sink count at 71
* Largest family of logic cells by area: simple AND/OR/NAND/NOR gates
* Fin. Hold Viols at 0
* Core Region at ~8900 µm²
* Hold bufs inserted after CTS at 0
* Root Buffer: clkbuf_8
cell families (layout without fill, tap and decap cells):
family	Yosys count	in the layout
muxes	2	2
AOI/OAI and AO/OA	93	93
DFF	71	71
adders and majority gates	9	9
and+or+nand+nor	217	217
buffers and inverters	36	39
xor gates and xnor gates	23	23
other	1	4
layout make-up:
cell class,count,area share (%)
inverters,10,0.931
clock inverters,5,0.621
clock buffers,11,3.26
well taps,108,3.35
repair buffers,13,2.86
flip-flops and latches,71,35.3
multi-input cells,348,53.7
placed cells by master, fill, tap and decap left out, types with 5 or more instances in the layout:
cell type,netlist,layout
dfxtp_1,71,71
a21oi_1,35,35
nor2_1,35,35
nand2_1,33,33
nand3_1,28,28
o21ai_0,21,21
nand4_1,18,18
or3_1,16,16
or4_1,14,14
xor2_1,13,13
nor3_1,13,13
and4_1,12,12
inv_1,10,10
xnor2_1,10,10
o31ai_1,10,10
nor4_1,9,9
and3_1,9,9
ha_1,9,9
clkbuf_8,0,9
clkdlybuf4s50_1,0,8
and2_1,7,7
a31oi_1,5,5
clkinv_2,0,5
metrics by stage:
stage	hold slack (ns)	power, W	worst slack (ns)	utilization (%)	instance area, µm²
floorplan	0.418	0.000389	4.82	-	3760
global placement	0.430	0.000392	4.49	43.6	3870
detailed placement	0.451	0.000393	4.45	43.6	3870
CTS	0.468	0.000638	4.06	45.3	4030
global route	0.480	0.000656	3.94	45.3	4030
finish	0.459	0.000629	4.08	45.3	4030
worst paths after layout:
kind | startpoint | slack (ns) | endpoint
max | heartbeat_signal.stage_reg[1]$_SDFFE_PP0P_ | 4.08 | digit[4]
min | disp_unit.q_reg[0]$_SDFF_PP0_ | 0.46 | disp_unit.q_reg[0]$_SDFF_PP0_
max reg2reg | heartbeat_signal.pulse_count_reg[0]$_SDFFE_PP0P_ | 5.28 | heartbeat_signal.duration_reg[17]$_SDFFE_PP0P_
min reg2reg | disp_unit.q_reg[0]$_SDFF_PP0_ | 0.46 | disp_unit.q_reg[0]$_SDFF_PP0_
power by group:
group          switching [W]  internal, W
clock               0.000133     0.000111
combinational      0.0000109   0.00000669
sequential        0.00000517     0.000362
routing by layer:
metal / up-vias / part of all wire [%]
met5: - / 0
li1: 1668 / -
met3: 7 / 3.0
met2: 36 / 47
met4: 0 / 0.95
met1: 1511 / 49
Power and IR drop assume default switching activity.
